### design/flow/design.v
module alu_control (
    input  logic [6:0] func7,
    input  logic [2:0] func3,
    input  logic [1:0] alu_op,   
    output logic [3:0] aluop
);
always_comb begin
    case (alu_op)
        2'b10: begin  
            case ({func7, func3})
                10'b0000000000: aluop = 4'b0010;  
                10'b0100000000: aluop = 4'b0110;  
                10'b0000000111: aluop = 4'b0000;  
                10'b0000000110: aluop = 4'b0001;  
                10'b0000000100: aluop = 4'b0011;  
                10'b0000000001: aluop = 4'b1000;  
                10'b0000000101: aluop = 4'b1001;  
                10'b0100000101: aluop = 4'b1010;  
                default: aluop = 4'b0000;         
            endcase
        end
        2'b00: begin  
            case (func3)
                3'b000: aluop = 4'b0010;  
                3'b111: aluop = 4'b0000;  
                3'b110: aluop = 4'b0001;  
                3'b100: aluop = 4'b0011;  
                3'b001: aluop = 4'b1000;  
                3'b101: aluop = (func7 == 7'b0000000) ? 4'b1001 : 4'b1010;  
                default: aluop = 4'b0000;  
            endcase
        end
        2'b01: begin  
            aluop = 4'b0110;  
        end
        default: aluop = 4'b0000;  
    endcase
end
endmodule
### design/flow/run.sh
#!/bin/bash
# OpenROAD 26Q1-2900-gdf79404cd8, Yosys 0.63+post, stock flow scripts
make -C /OpenROAD-flow-scripts/flow DESIGN_CONFIG=/design/flow/config.mk WORK_HOME=/design/flow/orfs finish
### design/flow/config.mk
export PLATFORM = sky130hd
export DESIGN_NAME = alu_control
export DESIGN_NICKNAME = alu_control
export VERILOG_FILES = /design/flow/design.v
export SDC_FILE = /design/flow/constraint.sdc
export NUM_CORES = 4
export LEC_CHECK = 1
export CORE_AREA = 10 10 70 70
export DIE_AREA = 0 0 80 80
### design/flow/constraint.sdc
current_design alu_control

set clk_period 3.4
set clk_io_pct 0.2

create_clock -name clk0 -period $clk_period

set non_clock_inputs [all_inputs -no_clocks]
set_input_delay [expr $clk_period * $clk_io_pct] -clock clk0 $non_clock_inputs
set_output_delay [expr $clk_period * $clk_io_pct] -clock clk0 [all_outputs]
==> flow_metrics.py <==
# Auto-generated metrics
metrics = {
    "sta": {
        "rsz0062_at_grt": "false",
        "min_period_over_period_pct": 89.8,
        "fin_crit_ns": 3.05,
        "worst_pin_slew_ns": 0.333,
        "finalSetupViolations": 0,
        "drv_slew": 0,
        "finalHoldViolCount": 0,
        "fmax_mhz": 328,
        "max_slew_margin_pct": 77.7,
        "tns_ns": 0,
        "setup_ws_ns": 0.347,
    },
    "floorplan": {
        "fp_util_pct": 4.29,
        "core-area_sq_mm": 0.00342,
        "fp-row-count": 21,
        "die_h_um": 80,
        "pin_count": 16,
        "fp.dieW_um": 80,
        "chipArea_sq_mm": 0.00640,
    },
    "logic_synthesis": {
        "syn_area_per_cell_sq_um": 6.65,
        "ys_area_sq_um": 146,
        "ys_types": 17,
        "synth_top_area_share_pct": 14.5,
        "syn_inst": 22,
        "synthesis.area_sq_um": 146,
        "ys_cells": 22,
        "synth_warnings": 1,
        "yosysTopAreaCell": "nor4_4",
        "synthTopCellsByArea": "nor4_4 (15%), nor2_1 (7.7%), a2111oi_1 (6.8%)",
        "ys_seq_share_pct": 0,
    },
    "clocking": {
        "post-cts-setup-buffers": 0,
        "cts_resized": 0,
        "cts_hold_buf": 0,
    },
    "min_path": {
        "whs_path_depth": 4,
        "worst_hold_path_type": "primary input to output port",
    },
    "critical_path": {
        "crit_path_start_kind": "primary input",
        "critPathRequiredTime_ns": 2.72,
        "endpoint_kind": "output port",
        "worstPathArrival_ns": 2.37,
        "crit_fanout": 4,
        "path_class": "primary input to output port",
    },
    "power_and_ir_drop": {
        "p_sw_share_pct": 37.1,
        "p_leak_nw": 0.108,
        "peakVddDrop_mv": 0.00933,
        "pwr_density_cell_mw_per_mm2": 90.0,
        "power_w": 0.0000328,
        "p_switching_w": 0.0000122,
        "p_int_w": 0.0000206,
        "power.share.clock_pct": 0,
        "sequentialPowerShare_pct": 0,
        "power_frac_comb_pct": 100.0,
    },
    "outcome": {
        "status": "finished clean",
    },
    "drt": {
        "routed_via_density": 2.77,
        "routed_wl_um": 735,
        "ant_nets": 0,
        "drt-initial-drc-count": 43,
        "first_pass_iters": 4,
        "drc_errors": 0,
        "num_vias": 233,
        "antenna_cells": 0,
        "wire_per_inst_um": 8.75,
    },
    "global_route": {
        "grt_pass1_wl_um": 1050,
        "grt_overflow_total": 0,
        "grt_pass1_vias": 231,
        "antenna_found_initial": 0,
        "grt.total_usage_pct": 2.03,
        "grt_max_degree": 7,
    },
    "placement": {
        "portBuffers": 16,
        "place_inst": 84,
        "dp_hpwl_um": 624,
        "routabilityCongestion": 0.782,
        "post-place-ws_ns": 0.319,
    },
    "run": {
        "drv_cap": 0,
        "warnings": 32,
    },
    "finish": {
        "seqCellArea_sq_um": 0,
        "fin_util_pct": 10.7,
        "clkbuf_count": 0,
        "seq_cell_count": 0,
        "final_cells": 84,
        "area_growth_pct": 149,
        "drive_above_1_share_pct": 5.26,
    },
}
-- critical path: stages --
cell             delay, ns
clkdlybuf4s50_1       0.44
nor4_4                0.36
and3_2                0.25
a311o_1               0.17
clkdlybuf4s50_1       0.47
-- Yosys cell counts, drive strengths merged (2+ instances only) --
cell type,instances
a21oi,2
nor2,3
inv,2
nand2,2
nor4,2
-- cell type report --
cell class	count	area (sq um)
inverters	2	7.51
multi-input cells	20	139
fillers	396	3050
repair buffers	16	160
well taps	46	57.6
-- through the flow --
step | instance area (sq um) | hold WS, ns
finish | 364 | 2.34
floorplan | 146 | 1.38
CTS | 364 | 2.37
global route | 364 | 2.38
detailed placement | 364 | 2.36
global placement | 364 | 2.36
-- placed cells by master, fill, tap and decap left out, types with 2 or more instances in the layout --
cell type / synthesis / layout
inv_1: 2 / 2
nor2_1: 3 / 3
a21oi_1: 2 / 2
nand2_1: 2 / 2
clkdlybuf4s50_1: 0 / 16
-- final timing paths --
| path | startpoint | endpoint |
|---|---|---|
| setup / recovery | func7[2] | aluop[1] |
| hold / removal | func3[2] | aluop[0] |
-- power groups by stage --
| stage | clock [W] | combinational [W] | sequential [W] |
|---|---|---|---|
| after CTS | 0 | 0.0000329 | 0 |
| after global routing | 0 | 0.0000356 | 0 |
| final | 0 | 0.0000328 | 0 |
-- metal layers --
layer	vias up	global-route usage, %	part of all wire (%)
met1	102	2.24	46
li1	119	-	-
met2	12	4.25	47
met3	0	0.114	6.9
met5	-	0	0
met4	0	0	0
-- cell families after synthesis --
family | Yosys count | synth area share [%]
AND/OR/NAND/NOR | 12 | 52.1
XOR/XNOR | 1 | 5.98
AND-OR/OR-AND | 7 | 36.8
buffers and inverters | 2 | 5.13
Power is estimated from default activity; no workload was simulated.
