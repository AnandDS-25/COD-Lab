[flow/design.v]
module alu (
    input [31:0] rs1_data,        
    input [31:0] rs2_data,        
    input [3:0] alu_control,      
    output reg [31:0] result,     
    output zero                   
);
    always @(*) begin
        case (alu_control)
            4'b0000: result = rs1_data & rs2_data;          
            4'b0001: result = rs1_data | rs2_data;          
            4'b0010: result = rs1_data + rs2_data;          
            4'b0110: result = rs1_data - rs2_data;          
            4'b1000: result = rs1_data << rs2_data[4:0];    
            4'b1001: result = rs1_data >> rs2_data[4:0];    
            4'b1010: result = rs1_data >>> rs2_data[4:0];   
            4'b1100: result = rs1_data ^ rs2_data;          
            4'b1101: result = (rs1_data < rs2_data) ? 32'b1 : 32'b0;  
            default: result = 32'b0;                        
        endcase
    end
    assign zero = (result == 32'b0) ? 1'b1 : 1'b0;
endmodule
[flow/run.sh]
#!/bin/bash
# OpenROAD 26Q1-2900-gdf79404cd8, Yosys 0.63+post, stock flow scripts
make -C /OpenROAD-flow-scripts/flow DESIGN_CONFIG=/design/flow/config.mk WORK_HOME=/design/flow/orfs finish
[flow/config.mk]
export PLATFORM = sky130hd
export DESIGN_NAME = alu
export DESIGN_NICKNAME = alu
export VERILOG_FILES = /design/flow/design.v
export SDC_FILE = /design/flow/constraint.sdc
export NUM_CORES = 4
export LEC_CHECK = 1
export CORE_UTILIZATION = 30
[flow/constraint.sdc]
current_design alu

set clk_period 20.8
set clk_io_pct 0.2

create_clock -name clk0 -period $clk_period

set non_clock_inputs [all_inputs -no_clocks]
set_input_delay [expr $clk_period * $clk_io_pct] -clock clk0 $non_clock_inputs
set_output_delay [expr $clk_period * $clk_io_pct] -clock clk0 [all_outputs]
==> impl_summary.log <==
[flow] collecting metrics
[metrics] number of cell rows: 64
[metrics] part of the power in the clock network: 0
[metrics] run status: finished, final reports clean
[metrics] final hold violations: 0
[metrics] worst setup path category: input port to output port
[metrics] final setup vio count: 0
[metrics] worst stage delay on the critical path: 0.61 ns
[metrics] ranking of synthesized cells by instance count: 113 x sky130_fd_sc_hd__nor2_1, 102 x sky130_fd_sc_hd__ha_1, 100 x sky130_fd_sc_hd__inv_1
[metrics] pin slew with the least headroom to its limit: approximately 0.99 ns
[metrics] power density relative to cell area: between 20 and 30 nW/um^2
[metrics] area after detailed placement: 10720 sq um
[metrics] final setup margin: 6.997 ns
[metrics] flop count: 0
[metrics] nature of the critical path endpoint: output port
[metrics] buffer and inverter count on the worst path: 5
[metrics] Hold Path Sink: result[3]
[metrics] number of placed cells counting well taps: roughly 1700
[metrics] final weighted congestion in routability-driven placement: ~1.0
[metrics] Hold WC Path Type: input port to output port
[metrics] iteration-0 DRC count of the detailed router: ~1300
[metrics] final-layout worst hold slack: ~10 ns
[metrics] number of warnings issued by yosys: 1
[metrics] post-synth area from yosys stat: between 9000 and 10000 sq um
[metrics] largest net degree at the start of global routing: roughly 54
[metrics] data required time at the worst endpoint: ~17 ns
[metrics] Final Util: 0.3478
[metrics] die width: 179.7 um
[metrics] Cell Area, Synth: approximately 9500 sq um
[metrics] Finished Layout Cells: between 1500 and 2000
[metrics] distinct cell type count after synthesis: ~100
[metrics] ordered list of cells on the worst path: clkdlybuf4s50_1 > buf_4 > inv_1 > buf_4 > ha_1 > nor2b_1 > o31a_1 > o41ai_2 > o31a_1 > xnor2_1 > a211o_1 > nand4bb_1 > or4_1 > and4bb_2 > nand4b_1 > nor4_2 > clkdlybuf4s50_1
[metrics] Max-area cell share: 0.1347
[metrics] Internal Dissipation: between 0.1 and 0.15 mW
[metrics] startpoint of the tightest hold check path: rs2_data[1]
[metrics] Vert. Die Dim: around 180 um
[metrics] dominant cells by area after synthesis: sky130_fd_sc_hd__ha_1 13%, sky130_fd_sc_hd__mux4_2 8.6%, sky130_fd_sc_hd__mux2i_1 6.5%
[metrics] all-layer global routing usage: 0.2870
[metrics] number of clock buffers in the layout: 0
[metrics] largest driver fanout on the critical path: 39
[metrics] startpoint of the worst setup timing path: rs2_data[2]
[metrics] part of the Yosys area used for sequential elements: 0
[metrics] floorplan core density: 0.3073
[metrics] Post-DRT Antenna Nets: 0
[metrics] number of cells in the yosys synthesis report: approximately 1300
[metrics] count of mapped cells out of synthesis: 1308
[metrics] Avg WL per Cell: 26.96 um
[metrics] final routed DRC violation total: 0
[metrics] wire length of the first global-routing pass: ~70000 um
[metrics] total global routing overflow: 0
[metrics] Setup Fix Bufs, Post-CTS: 0
[metrics] number of antenna violations at the first check in global routing: 0
[metrics] I/O pin total: 101
[metrics] worst hold path cell count: 6
[metrics] DP Worst Slack: between 7 and 8 ns
[metrics] headroom to the max-slew limit: 0.3396
[metrics] fmax: a little over 70 MHz
[metrics] Tot Pwr: 0.3056 mW
[metrics] hold_buf cts: 0
[metrics] max-slew violation total from the final report: 0
[metrics] Largest delay share family, worst path: buffers and inverters
[metrics] slowest cell on the critical path: sky130_fd_sc_hd__o41ai_2
[metrics] Vias/cell: approximately 6.5
[metrics] Post-Route WL: roughly 47000 um
[metrics] growth of design area from synthesis to finish: 13.15%
[metrics] Arr. time, crit path: about 9.6 ns
[metrics] Period Utilization, post-route: 0.6636
[metrics] antenna cells: 0
[metrics] Yosys top cell by area: sky130_fd_sc_hd__ha_1
[metrics] sw power: around 0.19 mW
[metrics] relative contribution of combinational cells to total power: 1.000
[metrics] area enclosed by the die boundary: 32300 sq um
[metrics] post-route cell area: around 11000 sq um
[metrics] via count of the first global-routing pass: between 10000 and 15000
[metrics] placed wire-length estimate after detailed placement: between 30000 and 40000 um
[metrics] RSZ-0062 raised after global routing: false
[metrics] flip-flop and latch area: 0 sq um
[metrics] total leakage power: 4.463 nW
[metrics] # resized after CTS: 0
[metrics] Min Clock Period, post-route: 13.80 ns
[metrics] share of layout cells above drive strength 1: 0.09091
[metrics] Core Area: slightly above 30000 sq um
[metrics] number of warnings in the stage logs: between 100 and 150
[metrics] average footprint of a synthesized cell: 7.244 sq um
[metrics] setup total negative slack: 0 ns
[metrics] drt pass-1 iters: 23
[metrics] maximum VDD drop: roughly 0.014 mV
[metrics] top-count cell post-synth: sky130_fd_sc_hd__nor2_1
[metrics] power share of the sequential group: 0
[metrics] IO buf count: 101
[metrics] detailed-route via count: ~11000
[metrics] category of the worst setup path launch point: input port
[metrics] tally of max-capacitance violations: 0
[metrics] Sw Ratio: 0.6068
-- worst min-delay path, stage by stage --
cell and delay (ns):
sky130_fd_sc_hd__buf_4 0.32, sky130_fd_sc_hd__mux4_2 0.33, sky130_fd_sc_hd__nand3_1 0.09, sky130_fd_sc_hd__nand2_1 0.06, sky130_fd_sc_hd__a2111o_1 0.11, sky130_fd_sc_hd__clkdlybuf4s50_1 0.51
-- cell type report --
type / instances / area [sq um]
Fill cell: 3288 / 20110
Multi-Input combinational cell: 1107 / 8600
Timing Repair Buffer: 133 / 1244
Tap cell: 396 / 495.5
Inverter: 102 / 382.9
-- power groups by stage --
stage	Sequential, mW	Clock, mW	Combinational (mW)
6_report	0	0	0.306
5_1_grt	0	0	0.324
4_1_cts	0	0	0.297
-- layout by cell type, fill, tap and decap left out, drive strengths merged, types with 8 or more instances in the layout --
cell type      count
xnor2              9
nor4              20
nand3             39
nor2b             16
a221oi            16
nor3b              9
mux4              42
a31oi             21
and2              16
nand2             95
clkdlybuf4s50     99
a22oi             31
or2               12
a211oi            17
a22o              10
nor2             114
o221ai            10
o21ai             62
mux2i             63
a21oi             83
and3               9
o211ai            22
o21bai            15
o31ai             12
mux2              20
buf               34
nand4             12
o22ai             22
nand2b            11
inv              101
nor3              30
ha               102
a211o              8
a21o              24
-- worst max-delay path by stage --
stage | to | slack (ns) | depth (start not counted)
after CTS | zero | 7.04 | 17
after global routing | zero | 6.74 | 17
final | zero | 7.00 | 17
-- cells by family (layout without fill, tap and decap cells) --
group	Yosys count	count (layout)	synth area share
AOI/OAI and AO/OA	456	456	0.3457
xor gates and xnor gates	11	11	0.01017
adders and majority gates	104	104	0.1389
buffers and inverters	201	235	0.09441
muxes	125	125	0.1937
and+or+nand+nor	411	411	0.2171
-- per-layer routing --
layer  vias up  wire (um)  track usage
met5         -          0            0
met4         0       1216      0.05966
met3        69       4149      0.04230
met2       644      20050       0.4299
met1      5467      21440       0.4376
li1       5092          -            -
Power figures rest on the tool's default switching activity, not on a simulated workload.
