File: design/flow/config.mk
export PLATFORM = sky130hd
export DESIGN_NAME = asyn_ff
export DESIGN_NICKNAME = asyn_ff
export VERILOG_FILES = /design/flow/design.v
export SDC_FILE = /design/flow/constraint.sdc
export NUM_CORES = 4
export LEC_CHECK = 1
export CORE_AREA = 10 10 106 106
export DIE_AREA = 0 0 116 116
File: design/flow/constraint.sdc
current_design asyn_ff

set clk_period 1.0
set clk_io_pct 0.2

create_clock -name clk0 -period $clk_period [get_ports {clk}]

set non_clock_inputs [all_inputs -no_clocks]
set_input_delay [expr $clk_period * $clk_io_pct] -clock clk0 $non_clock_inputs
set_output_delay [expr $clk_period * $clk_io_pct] -clock clk0 [all_outputs]
File: design/flow/design.v
module asyn_ff #(parameter WIDTH = 32) (
    input  logic clk,
    input  logic rst,
    input  logic [WIDTH-1:0] d,
    output logic [WIDTH-1:0] q
);
always_ff @(posedge clk or posedge rst) begin
    if (rst) begin
        q <= '0;
    end else begin
        q <= d;
    end
end
endmodule
File: design/flow/run.sh
#!/bin/bash
# OpenROAD 26Q1-2900-gdf79404cd8, Yosys 0.63+post, stock flow scripts
make -C /OpenROAD-flow-scripts/flow DESIGN_CONFIG=/design/flow/config.mk WORK_HOME=/design/flow/orfs finish
==> summary.txt <==
Run status: completed
Mi-comb count: 0
Crit path capture type: primary output
TritonCTS clock tree: done
Wire length of the first global-routing pass: 4000 um
CP max stage delay: 0.38 ns
Register name with the most flops: q
Hold-fix buffers, CTS: 0
DR vias/cell: 2.55
Number of logged tool warnings: 26
Number of library cell types mapped by synthesis: 2
Cell row count: 34
Chip width: 116 um
Post-layout min period: 0.967 ns
Multiplexer fraction of the synthesized cell area: 0%
Unrepaired setup endpoints after global routing: true
Share of layout cells above drive strength 1: 37.0%
Maximum VDD drop: 0.572 mV
Area reported by Yosys stat: 805 um2
Library cell used as clock root buffer: sky130_fd_sc_hd__clkbuf_8
Final core utilization: 17.5%
I/O pin total: 66
Worst min path class: input port to async pin
Adder and majority gate portion of the synthesized area: 0%
Critical Path AT: 0.77 ns
Number of warnings printed during yosys synthesis: 1
Tightest hold margin: 0.290 ns
Max-cap violations: 0
Average instance area after synthesis: 24.4 um2
Fill cell count: 987
Die height: 116 um
Largest register FFs: 32
Power per cell area: 1670 mW/mm2
Mapped Area: 805 um2
Required time worst endpoint: 0.80 ns
Number of standard cells reported by yosys: 33
Total grt overflow: 0
Leakage power of the design: 0.693 nW
Dominant logic cell types in the final layout: sky130_fd_sc_hd__clkdlybuf4s50_1, sky130_fd_sc_hd__buf_2, sky130_fd_sc_hd__dfrtp_1
Setup Crit Path Kind: register to primary output
Total GRT Usage: 3.89%
Buffering stage count on the worst path with inverters included: 1
Area delta synth->final: 92.4%
Maximum buffer depth of the clock tree: 2
Count of pins over their slew limit: 0
Initial cell density of the core: 9.09%
Count of antenna diodes in the layout: 0
Most common library cell in the layout ignoring fill and taps: sky130_fd_sc_hd__clkdlybuf4s50_1
Final-report setup violation count: 0
Via count of the first global-routing pass: 654
XOR/XNOR Area Share: 0%
Flops out of synthesis: 32
Vias after detailed routing: 550
Largest non-sequential cell family by area: buffers and inverters
Clock H-tree levels: 2
Remaining antenna violation count: 0
Drc violations: 0
Pin count of the biggest net entering global routing: 26
Largest registers: q x32
Slew of the pin with the lowest slew margin: 0.142 ns
Chip Area: 0.0135 mm2
Maximum fanout along the worst path: 1
Number of clock sinks: 32
Detailed-route wire length per cell: 12.7 um
Drt total wl: 2750 um
Simple logic cell fraction of the synthesized area: 0%
Core footprint: 0.00885 mm2
Number of antenna violations at the first check in global routing: 0
Category of cells accounting for the largest share of critical-path delay: flip-flops
Relative max-transition margin: 90.5%
Tcrit/Tclk final: 96.7%
Standard cell with the maximum stage delay on the critical path: sky130_fd_sc_hd__dfrtp_1
Timing-limited maximum frequency: 1030 MHz
Sequential fraction of the synthesis area: 99.5%
Instance count of the mapped netlist: 33
Port Buf Inserts: 65
Number of DRC markers after the initial detailed-route iteration: 10
CP Launch Type: register
Clock-pin slew reported for the worst setup and hold paths after clock tree synthesis: 0.07 ns
Drt first pass iters: 2
Combinational gate area: 0 um2
Synthesized-area fraction occupied by ao, oa, aoi and oai cells: 0%
Number of endpoints with negative hold slack in the final report: 0
TritonCTS Buffers: 5
Cell Chain, Critical Path: buf_2
Routability Congestion: 0.665
[power breakdown]
group	leakage [nW]	switching, W	internal [W]
registers	0.373	0.0000137	0.00136
logic	0.275	0.0000612	0.000164
clock network	0.0455	0.000420	0.000560
total	0.693	0.000494	0.00208
[stage by stage]
step	instance area (um2)	power (W)	instances	setup slack [ns]	setup TNS, ns
floorplan	805	0.00140	33	0.109	0
global placement	1620	0.00170	208	-0.0201	-0.0531
detailed placement	1620	0.00170	208	-0.0192	-0.0340
CTS	1550	0.00265	216	0.0147	0
global route	1550	0.00273	216	-0.00348	-0.00655
finish	1550	0.00258	216	0.0329	0
[routing by layer]
layer | global-route usage, % | vias to the layer above | share of wire [%]
met2 | 5.50 | 53 | 40
met4 | 0.334 | 0 | 0
met1 | 4.69 | 251 | 41
met3 | 3.19 | 0 | 19
met5 | 0 | - | 0
li1 | - | 246 | -
[logic make-up after synthesis]
logic type	count (synthesis)
flip-flops	32
buffers and inverters	1
[cell type report]
cell class	instances	area [um2]	area share, %
Inverter	1	3.75	0.243
Timing Repair Buffer	67	518	33.5
Sequential cell	32	801	51.7
Clock buffer	8	90.1	5.82
Tap cell	108	135	8.73
[cell usage after synthesis]
cell type / instances / area [um2]
sky130_fd_sc_hd__inv_1: 1 / 3.75
sky130_fd_sc_hd__dfrtp_1: 32 / 801
[repair_timing]
action                     in CTS  in global routing
setup endpoints to repair      32                  2
resized                       101                  0
buffers inserted                0                  0
[path summary, 6_finish.rpt]
path | cells past startpoint | start | end
min | 3 | rst | q[11]
min in group clk0 | 1 | d[29] | q[29]
max | 1 | q[17] | q[17]
max in group asynchronous | 3 | rst | q[10]
No activity file was given, so power comes from the tool's default toggle rates.
